`/design/flow/design.v`:
```
`default_nettype none
`timescale 1ns/1ps
module IkariWarriorsCore_LineBuffer(
    input  wire VIDEO_RSTn,
    input wire clk,
    input wire RESETn,
    input wire [7:0] FD,
    input wire LT,
    input wire VCKn,
    input wire CK1,
    input wire CK1n,
    input wire CK0,
    input wire CK0n,
    input wire FCK_LDn,
    input wire [8:0] FLY,  
    input wire HLD,
    input wire FY8,
    input wire [7:0] FY,
    input wire INVn,
    output logic [7:0] LD_BUF
);
    logic LTn;
    logic VCK;
    assign LTn = ~LT;
    assign VCK = ~VCKn;
    logic [8:0] W1A;
    logic A11_RCO;
    ttl_74163a_sync a11
    (
        .Clk(clk),  
        .Rst_n(VIDEO_RSTn),
        .Clear_bar(1'b1),  
        .Load_bar(FCK_LDn),  
        .ENT(1'b1),  
        .ENP(1'b1),  
        .D(FLY[3:0]),  
        .Cen(CK0),
        .RCO(A11_RCO),  
        .Q(W1A[3:0])  
    );
    logic A12_RCO;
    ttl_74163a_sync a12
    (
        .Clk(clk),  
        .Rst_n(VIDEO_RSTn),
        .Clear_bar(1'b1),  
        .Load_bar(FCK_LDn),  
        .ENT(A11_RCO),  
        .ENP(1'b1),  
        .D(FLY[7:4]),  
        .Cen(CK0),
        .RCO(A12_RCO),  
        .Q(W1A[7:4])  
    );
    logic [2:0] a13_dum;
    ttl_74163a_sync a13
    (
        .Clk(clk),  
        .Rst_n(VIDEO_RSTn),
        .Clear_bar(1'b1),  
        .Load_bar(FCK_LDn),  
        .ENT(A12_RCO),  
        .ENP(1'b1),  
        .D({3'b111,FLY[8]}),  
        .Cen(CK0),
        .RCO(),  
        .Q({a13_dum,W1A[8]})  
    );
    logic HLDr;
    always @(posedge clk) begin
        HLDr <= HLD;
    end
    logic [8:0] R1A;
    n9bit_counter ra_counter
    (
        .Reset_n(VIDEO_RSTn),
        .clk(clk), 
        .cen(CK1),
        .direction(INVn),  
        .load_n(HLDr),  
        .ent_n(1'b0),
        .enp_n(1'b0),
        .P({FY8,FY}),
        .Q(R1A)    
    );
    logic a14_A;  
    assign a14_A = ~(&FD[2:0]);
    logic A8_B_Qn;
    DFF_pseudoAsyncClrPre #(.W(1)) a8_A (
        .clk(clk),
        .rst(~VIDEO_RSTn),
        .din(a14_A),
        .q(),
        .qn(A8_B_Qn),
        .set(1'b0),     
        .clr(1'b0),     
        .cen(CK0n)  
    );
    logic D9_A_Q, D9_A_Qn;
    DFF_pseudoAsyncClrPre #(.W(1)) d9_A (
        .clk(clk),
        .rst(~VIDEO_RSTn),
        .din(D9_A_Qn),
        .q(D9_A_Q),
        .qn(D9_A_Qn),
        .set(1'b0),     
        .clr(~LTn),     
        .cen(VCK)  
    );
    logic [8:0] L0A;
    logic L0OE, L0WE, L0CE;
    ttl_74157 #(.DELAY_RISE(0), .DELAY_FALL(0)) b9 (.Enable_bar(1'b0), .Select(D9_A_Q),
                .A_2D({R1A[3],W1A[3],R1A[2],W1A[2],R1A[1],W1A[1],R1A[0],W1A[0]}), .Y(L0A[3:0]));
    ttl_74157 #(.DELAY_RISE(0), .DELAY_FALL(0)) b11 (.Enable_bar(1'b0), .Select(D9_A_Q),
                .A_2D({R1A[7],W1A[7],R1A[6],W1A[6],R1A[5],W1A[5],R1A[4],W1A[4]}), .Y(L0A[7:4]));
    ttl_74157 #(.DELAY_RISE(0), .DELAY_FALL(0)) b13 (.Enable_bar(1'b0), .Select(D9_A_Q),
                .A_2D({D9_A_Qn,1'b1, CK1,CK0, 1'b0,A8_B_Qn, R1A[8],W1A[8]}), .Y({L0OE,L0WE,L0CE,L0A[8]}));
    logic [8:0] L1A;
    logic L1OE, L1WE, L1CE;
    ttl_74157 #(.DELAY_RISE(0), .DELAY_FALL(0)) b10 (.Enable_bar(1'b0), .Select(D9_A_Qn),
                .A_2D({R1A[3],W1A[3],R1A[2],W1A[2],R1A[1],W1A[1],R1A[0],W1A[0]}), .Y(L1A[3:0]));
    ttl_74157 #(.DELAY_RISE(0), .DELAY_FALL(0)) b12 (.Enable_bar(1'b0), .Select(D9_A_Qn),
                .A_2D({R1A[7],W1A[7],R1A[6],W1A[6],R1A[5],W1A[5],R1A[4],W1A[4]}), .Y(L1A[7:4]));
    ttl_74157 #(.DELAY_RISE(0), .DELAY_FALL(0)) b14 (.Enable_bar(1'b0), .Select(D9_A_Qn),
                .A_2D({D9_A_Q,1'b1, CK1,CK0, 1'b0,A8_B_Qn, R1A[8],W1A[8]}), .Y({L1OE,L1WE,L1CE,L1A[8]}));
    logic [7:0] DL1_in, DL0_in;
    logic [7:0] DL1_out, DL0_out;
    ttl_74374_sync d14 (.RESETn(VIDEO_RSTn), .OCn(D9_A_Qn), .Clk(clk), .Cen(CK0n), .D(FD[7:0]), .Q(DL1_in));
    ttl_74374_sync d13 (.RESETn(VIDEO_RSTn), .OCn(D9_A_Q), .Clk(clk), .Cen(CK0n), .D(FD[7:0]), .Q(DL0_in));
    SRAM_sync_noinit #(.ADDR_WIDTH(9)) c13(.ADDR({L0A}), .clk(clk), .cen(~L0CE), .we(~L0WE), .DATA(DL0_in), .Q(DL0_out) );
    SRAM_sync_noinit #(.ADDR_WIDTH(9)) c14(.ADDR({L1A}), .clk(clk), .cen(~L1CE), .we(~L1WE), .DATA(DL1_in), .Q(DL1_out) );
    logic [7:0] DL0, DL1;
    assign DL0 = ((!L0OE && !L0CE) ? DL0_out : 8'hff);  
    assign DL1 = ((!L1OE && !L1CE) ? DL1_out : 8'hff);  
	ttl_74298_sync J2 (.VIDEO_RSTn(VIDEO_RSTn), .clk(clk), .Cen(CK1), .WS(D9_A_Qn), .A(DL0[7:4]), .B(DL1[7:4]), .Q(LD_BUF[7:4]));
	ttl_74298_sync H2 (.VIDEO_RSTn(VIDEO_RSTn), .clk(clk), .Cen(CK1), .WS(D9_A_Qn), .A(DL0[3:0]), .B(DL1[3:0]), .Q(LD_BUF[3:0]));
endmodule
`default_nettype none
`timescale 1ns/1ps
module SRAM_sync_noinit #(parameter DATA_WIDTH = 8, ADDR_WIDTH = 10)(
    input wire clk,
    input wire [ADDR_WIDTH-1:0] ADDR,
    input wire [DATA_WIDTH-1:0] DATA,
    (* direct_enable = 1 *) input wire cen,
    input wire we,
    output reg [DATA_WIDTH-1:0] Q
    );
    (* ramstyle = "no_rw_check" *) reg [DATA_WIDTH-1:0] mem[0:(2**ADDR_WIDTH)-1];
    always @(posedge clk) begin
        Q <=  mem[ADDR];
        if(cen && we) begin
            mem[ADDR] <= DATA;
        end
    end
endmodule
`default_nettype none
`timescale 1ns/10ps
module DFF_pseudoAsyncClrPre #(parameter W=1 ) (
    input      wire          clk,
    input      wire          rst,
    input      wire [W-1:0]  din,
    output reg  [W-1:0]  q,
    output reg  [W-1:0]  qn,
    input      wire [W-1:0]  set,    
    input      wire [W-1:0]  clr,    
    input      wire [W-1:0]  cen 
);
reg  [W-1:0] last_edge;
generate
    genvar i;
    for (i=0; i < W; i=i+1) begin: flip_flop
        always @(posedge clk) begin
            if(rst) begin
                q[i]         <= 0;
                qn[i]        <= 1;
                last_edge[i] <= 1;
            end
            else begin
                last_edge[i] <= cen[i];
                if( clr[i] ) begin
                    q[i]  <= 1'b0;
                    qn[i] <= 1'b1;
                end else
                if( set[i] ) begin
                    q[i]  <= 1'b1;
                    qn[i] <= 1'b0;
                end else
                if( cen[i] && !last_edge[i] ) begin
                    q[i]  <=  din[i];
                    qn[i] <= ~din[i];
                end
            end
        end
    end
endgenerate
endmodule
`default_nettype none
`timescale 1ns/1ps
module n9bit_counter
(
  input wire Reset_n,
  input wire clk,
  input wire cen,
  input wire direction,  
  input wire load_n,     
  input wire ent_n,
  input wire enp_n,
  input wire [8:0] P,
  output logic [8:0] Q    
);
logic [8:0] count = 0;
logic last_cen;
always @(posedge clk) begin
    if(!Reset_n) begin
        count <= 9'h0;
        last_cen<= 1'b1;
    end
    else begin
        last_cen <= cen;
        if (cen && !last_cen) begin  
            if (~load_n)
            begin
                count <=  P;
            end
            else if (~ent_n & ~enp_n)  
            begin
                if (direction)
                begin
                if (count == 9'd511) count <= 9'd0;
                else count <=  count + 9'd1;
                end
                else
                begin
                if (count == 9'd0) count <= 9'd511;
                else count <=  count - 9'd1;
                end
            end
        end
    end
end
assign Q = count;
endmodule
`default_nettype none
`timescale 1ns/1ns
module ttl_74157 #(parameter BLOCKS = 4, WIDTH_IN = 2, WIDTH_SELECT = $clog2(WIDTH_IN),
                   DELAY_RISE = 12, DELAY_FALL = 13)
(
  input wire Enable_bar,
  input wire [WIDTH_SELECT-1:0] Select,
  input wire [BLOCKS*WIDTH_IN-1:0] A_2D,
  output wire [BLOCKS-1:0] Y
);
wire [WIDTH_IN-1:0] A [0:BLOCKS-1];
reg [BLOCKS-1:0] computed;
integer i;
always @(*)
begin
  for (i = 0; i < BLOCKS; i=i+1)
  begin
    if (!Enable_bar)
      computed[i] = A[i][Select];
    else
      computed[i] = 1'b0;
  end
end
wire [BLOCKS*WIDTH_IN-1:0] PK_IN_BUS; assign PK_IN_BUS=A_2D; generate genvar unpk_idx; for (unpk_idx=0; unpk_idx<BLOCKS; unpk_idx=unpk_idx+1) begin: gen_unpack assign A[unpk_idx][WIDTH_IN-1:0]=PK_IN_BUS[WIDTH_IN*unpk_idx+:WIDTH_IN]; end endgenerate
assign #(DELAY_RISE, DELAY_FALL) Y = computed;
endmodule
`default_nettype none
`timescale 1ns/1ps
module ttl_74163a_sync #(parameter WIDTH = 4)
(
  input wire Clk,  
  input wire Rst_n,
  input wire Clear_bar,  
  input wire Load_bar,  
  input wire ENT,  
  input wire ENP,  
  input wire [WIDTH-1:0] D,  
  input wire Cen,  
  output wire RCO,  
  output wire [WIDTH-1:0] Q  
);
wire RCO_current;
reg [WIDTH-1:0] Q_current;
wire [WIDTH-1:0] Q_next;
reg last_cen;
reg load_reg;
initial Q_current = {WIDTH{1'b0}};
assign Q_next = Q_current + 1;
always @(posedge Clk)
begin
  if (!Rst_n) begin
    Q_current <= {WIDTH{1'b0}};
    last_cen  <= 1;
    load_reg <= 1;
  end
  else begin
    last_cen <= Cen;
    load_reg <= Load_bar;
    if (!Clear_bar)  begin
      Q_current <= {WIDTH{1'b0}};
    end else
    begin
      if (!Load_bar && Cen && !last_cen) begin
        Q_current <= D;
      end
      else
      if (Load_bar && ENT && ENP && Cen && !last_cen) begin
        Q_current <= Q_next;
      end
    end
  end
end
assign RCO_current = ENT && (&Q_current);
assign RCO = RCO_current;
assign Q = Q_current;
endmodule
`default_nettype none
`timescale 1ns/1ns
module ttl_74298_sync
(
  input wire VIDEO_RSTn,
  input wire clk,
  input wire Cen,
  input wire WS,
  input wire [3:0] A,
  input wire [3:0] B,
  output wire [3:0] Q
);
    wire WSn;
    wire WSnn;
    assign WSn = ~WS;
    assign WSnn = ~WSn;
    wire [3:0] andA;
    wire [3:0] andB;
    wire [3:0] norAB;
    wire [3:0] not_norAB;
    genvar i;
    generate
        for (i=0; i < 4; i=i+1) begin : ls928_gen
            assign andA[i] = A[i] & WSn;
            assign andB[i] = B[i] & WSnn;
            assign norAB[i] = ~(andA[i] | andB[i]);
            assign not_norAB[i] = ~norAB[i];
            SR_FF_sync u0 (.VIDEO_RSTn(VIDEO_RSTn), .clk(clk), .Cen(Cen), .S(not_norAB[i]), .R(norAB[i]), .Q(Q[i]));  
        end
    endgenerate
endmodule
module SR_FF_sync  
(
    input wire VIDEO_RSTn,
    input wire clk,
    input wire Cen,
    input wire S,
    input wire R,
    output wire Q,
    output wire Qn
);
	reg Qr;
    reg last_cen;
	always @(posedge clk) begin
        if(!VIDEO_RSTn) begin
            Qr <= 1'b0;
            last_cen <= 1'b1;
        end
        else
        begin
            last_cen <= Cen;
            if(!Cen && last_cen) begin  
                case({S,R})
                    2'b00: Qr <= Qr;
                    2'b01: Qr <= 1'b0;
                    2'b10: Qr <= 1'b1;
                    2'b11: Qr <= 1'bx;
                endcase
            end
        end
    end
    assign Q  =  Qr;
    assign Qn = ~Qr;
endmodule
`default_nettype none
`timescale 1ns/1ps
module ttl_74374_sync
(
    input  wire RESETn,
    input  wire Clk,
    input  wire Cen,
    input  wire OCn,
    input  wire [7:0] D,
    output wire [7:0] Q
);
    reg [7:0] Q_current;
    reg last_cen;
    always_ff @(posedge Clk) begin
        if (!RESETn) begin
            Q_current <= 0;
            last_cen <= 1'b1;
        end
        else begin
            last_cen <= Cen;
            if (Cen && !last_cen) Q_current <= D;
        end
    end
    assign Q = (!OCn) ?  Q_current : 8'hff;
endmodule
```
`/design/flow/run.sh`:
```
#!/bin/bash
# OpenROAD 26Q1-2900-gdf79404cd8, Yosys 0.63+post, stock flow scripts
make -C /OpenROAD-flow-scripts/flow DESIGN_CONFIG=/design/flow/config.mk WORK_HOME=/design/flow/orfs finish
```
`/design/flow/config.mk`:
```
export PLATFORM = sky130hd
export DESIGN_NAME = IkariWarriorsCore_LineBuffer
export DESIGN_NICKNAME = IkariWarriorsCore_LineBuffer
export VERILOG_FILES = /design/flow/design.v
export SDC_FILE = /design/flow/constraint.sdc
export NUM_CORES = 4
export LEC_CHECK = 1
export CORE_UTILIZATION = 50
export SYNTH_MEMORY_MAX_BITS = 65536
```
`/design/flow/constraint.sdc`:
```
current_design IkariWarriorsCore_LineBuffer

set clk_period 223.2
set clk_io_pct 0.2

create_clock -name clk0 -period $clk_period [get_ports {clk}]

set non_clock_inputs [all_inputs -no_clocks]
set_input_delay [expr $clk_period * $clk_io_pct] -clock clk0 $non_clock_inputs
set_output_delay [expr $clk_period * $clk_io_pct] -clock clk0 [all_outputs]
```
==> results.yml <==
# flow metrics
yosys:
  synth_cell_types: 59
  async_flop_share: 0
  yosysWarnings: 8
  syn_avg_cell_area_sq_um: 21.8
  ys_seq_share: 0.783
  synth_area_sq_um: 316000
  edf_count: 8192
  netlist_instances: 14500
  ys_ff: 8250
  ff_type: "edfxtp_1"
  yosysChipArea_sq_um: 316000
  yosysCellCount: 14500
place:
  hpwl_um: 480000
  postPlaceCellArea_sq_um: 327000
  gp_congestion: 0.926
  port_buffers: 43
route:
  wire_per_inst_um: 33.1
  viasPerCell: 6.27
  vias: 150000
  finalWirelength_um: 794000
  ant_nets: 0
  drt_iter0_drc: 10100
  drt-pass1-iter-count: 6
  route.detailed.drc: 0
worst_setup_path:
  critical_path_class: "input pin to register"
  critPathLaunchType: "input pin"
  slowest_stage: "nor2_1"
  worstPathArrival_ps: 48280
  endpoint_kind: "register"
  worst-path-max-fanout: 16
  path_common_cell: "buf_4"
  max_stage_delay_ps: 690
  crit_chain: "clkdlybuf4s50_1 -> or2_2 -> mux2i_4 -> buf_4 -> nand3_4 -> buf_4 -> buf_4 -> nor2_1"
  crit_required_ps: 223920
flow_run:
  tool_warnings: 79
  cap_violations: 0
clock_tree:
  clk_path_buf_depth: 4
  post-cts-setup-buffers: 0
  insertion_delay_ps: 1140
  clkTransAtPathRegs_ps: 60
  ctsHtreeMaxLevel: 6
  cts-root-buf: "clkbuf_16"
  cts_buffers: 790
  hold_buffers: 0
  cts_sinks: 8250
  tritoncts: "done"
  ctsResizeCount: 0
floorplan:
  fp.dieH_um: 797
  die_w_um: 797
  die_area_sq_um: 635000
  io-pin-count: 46
  initCoreUtil: 0.502
  design.core.area_sq_um: 628000
  fp-row-count: 291
finish:
  mi_logic_area_sq_um: 65100
  n_fill_cell: 44600
  area_growth_pct: 11.7
  flop_area_sq_um: 247000
  drive_gt1_frac: 0.243
  final_common_cell: "edfxtp_1"
  final_cell_mix: "edfxtp_1 (8192), mux4_2 (2048), nor2_1 (1060)"
  final_area_sq_um: 353000
global_route:
  grt_overflow: 0
  grt_pass1_wl_um: 1150000
  grt_usage: 0.286
  grt_start_max_net_pins: 133
  grt_pass1_vias: 170000
  antenna_found_initial: 42
power_and_ir_drop:
  vdd_ir_drop_max_v: 0.0000101
  p_per_area_nw_per_um2: 8.84
  leakage_nw: 99.0
  power_mw: 3.12
final_timing:
  finalHoldViolCount: 0
  maxSlewViolCount: 0
  skew_ps: 49.5
  fmax_mhz: 21.0
  worst_pin_slew_ps: 1070
  max_slew_margin: 0.280
  rsz0062_at_grt: "no"
  tns_ps: 0
  finalSetupViolCount: 0
  min_period_over_period: 0.213
  finalCriticalPeriod_ps: 47560
min_path:
  hp-class: "register to register"
run_status:
  status: "complete, no violations"
[cells by family after synthesis]
logic type	Yosys count	share of synthesized area
adder cells (fa/ha/maj)	5	0.000198
AND-OR/OR-AND	1735	0.0369
AND/OR/NAND/NOR	1487	0.0194
XOR/XNOR	5	0.000139
buffers and inverters	956	0.0140
multiplexers	2068	0.147
flip-flops	8250	0.783
[synthesized netlist by cell type, types with 6 or more instances]
cell / n / area (sq um)
nand3_1: 51 / 255
a22oi_1: 988 / 7420
buf_1: 113 / 424
buf_2: 195 / 976
o22ai_1: 14 / 87.6
nor2b_1: 8 / 50.1
nor2_1: 1060 / 3980
or2_2: 19 / 119
clkbuf_1: 534 / 2000
or3_1: 6 / 37.5
nand2_1: 192 / 721
buf_6: 47 / 529
inv_1: 6 / 22.5
edfxtp_1: 8192 / 246000
o211a_1: 9 / 90.1
nand2b_1: 15 / 93.8
a21o_1: 9 / 67.6
buf_4: 60 / 450
nand4_1: 12 / 75.1
o21ai_0: 44 / 220
o211ai_1: 11 / 82.6
o21a_1: 6 / 45.0
o41ai_1: 30 / 263
o21ai_1: 17 / 85.1
nand3b_1: 11 / 82.6
nor4_1: 62 / 388
nor3_1: 26 / 130
a21oi_1: 529 / 2650
or4_1: 9 / 67.6
a21boi_0: 18 / 135
dfxtp_1: 58 / 1160
o221ai_1: 10 / 87.6
o31ai_1: 14 / 105
mux4_2: 2048 / 46100
a41oi_1: 16 / 140
mux2i_1: 14 / 140
[report_power, final]
group,switching (mW),internal (mW),leakage [nW]
registers,0.00124,1.70,69.2
logic,0.0848,0.0440,17.5
clock network,0.554,0.736,12.2
[sequential cells by signal (all words and copies together) (netlist names), 8 cells and up]
| signal | cells |
|---|---|
| c13.mem | 4096 |
| c14.mem | 4096 |
| ra_counter.count | 9 |
| c13.Q | 8 |
| c14.Q | 8 |
| d14.Q_current | 8 |
[area by class of cell]
class	instances	area share
flip-flops and latches	8250	0.701
multi-input cells	5300	0.185
clock buffers	973	0.0596
well taps	8350	0.0296
repair buffers	568	0.0133
clock inverters	464	0.0113
diodes	65	0.000461
inverters	7	0.0000745
[worst paths after layout]
path,cells past startpoint,slack [ps],endpoint,start
setup reg to reg,14,215380,c14.Q[6]$_DFF_P_,ra_counter.count[0]$_SDFFE_PN0P_
hold reg to reg,2,480,H2.ls928_gen[1].u0.Qr$_SDFFE_PN0P_,H2.ls928_gen[1].u0.Qr$_SDFFE_PN0P_
setup / recovery,8,175640,c13.mem[425][4]$_DFFE_PP_,CK0
hold / removal,2,480,H2.ls928_gen[1].u0.Qr$_SDFFE_PN0P_,H2.ls928_gen[1].u0.Qr$_SDFFE_PN0P_
[worst max-delay path, delay by kind of cell]
kind,cells,cell delay (ps)
muxes,1,220
and+or+nand+nor,3,1600
buffers and inverters,4,1730
[per-layer routing]
metal	vias up	track usage	share of wire
met3	1567	0.219	0.17
met1	76400	0.345	0.30
met2	9994	0.408	0.48
met4	88	0.106	0.048
li1	62300	-	-
met5	-	0.0175	0.0017
[metrics by stage]
stage                     setup slack, ps  utilization  std cells  hold WS (ps)
final                              175640        0.561      24000           480
after global routing               175540        0.561      23900           506
after CTS                          175740        0.561      23900           476
after detailed placement           174530        0.521      22500           459
after global placement             174570        0.521      22500           502
after floorplan                    176460            -      14500           433
Power is estimated from default activity; no workload was simulated.
