<file path="flow/constraint.sdc">
current_design SRAM_sync

set clk_period 37.5
set clk_io_pct 0.2

create_clock -name clk0 -period $clk_period [get_ports {clk}]

set non_clock_inputs [all_inputs -no_clocks]
set_input_delay [expr $clk_period * $clk_io_pct] -clock clk0 $non_clock_inputs
set_output_delay [expr $clk_period * $clk_io_pct] -clock clk0 [all_outputs]
</file>
<file path="flow/run.sh">
#!/bin/bash
# OpenROAD 26Q1-2900-gdf79404cd8, Yosys 0.63+post, stock flow scripts
make -C /OpenROAD-flow-scripts/flow DESIGN_CONFIG=/design/flow/config.mk WORK_HOME=/design/flow/orfs finish
</file>
<file path="flow/config.mk">
export PLATFORM = sky130hd
export DESIGN_NAME = SRAM_sync
export DESIGN_NICKNAME = SRAM_sync
export VERILOG_FILES = /design/flow/design.v
export SDC_FILE = /design/flow/constraint.sdc
export NUM_CORES = 4
export LEC_CHECK = 1
export CORE_UTILIZATION = 30
export SYNTH_MEMORY_MAX_BITS = 65536
</file>
<file path="flow/design.v">
`default_nettype none
`timescale 1ns/1ps
module SRAM_sync #(parameter DATA_WIDTH = 8, ADDR_WIDTH = 10)(
    input wire clk,
    input wire [ADDR_WIDTH-1:0] ADDR,
    input wire [DATA_WIDTH-1:0] DATA,
    (* direct_enable = 1 *) input wire CEn,
    input wire OEn,
    input wire WEn,
    output reg [DATA_WIDTH-1:0] Q
    );
    reg [DATA_WIDTH-1:0] mem[0:(2**ADDR_WIDTH)-1];
    reg [DATA_WIDTH-1:0] data_out;
    always @(posedge clk) begin
        if(!CEn) begin
            if(!OEn) begin
                Q <=  mem[ADDR];
            end
        end
        if(!CEn) begin
            if(!WEn) begin
                mem[ADDR] <= DATA;
            end
        end
    end
endmodule
</file>
==> run_results.csv <==
group,metric,value,unit
status,outcome,"completed",
global_route,overflow,0,
worst_setup_path,crit_arrival,15880,ps
floorplan,die_y,1030,µm
final_timing,post-route-min-period,14980,ps
clock_tree,cts_hold_buf,0,
logic_synthesis,mux_share,0.138,
logic_synthesis,top_area_frac,0.780,
final_timing,tns,0,ps
worst_setup_path,cpMaxStageDelayCell,"buf_4",
worst_setup_path,path_cells,"buf_16 -> buf_4 -> buf_4 -> buf_4 -> buf_4 -> buf_4 -> buf_4 -> buf_4 -> buf_4 -> buf_4 -> mux4_2 -> a22oi_1 -> o2111ai_1 -> nand3_1 -> nand4_1 -> or3_1",
logic_synthesis,ys_area,316000,µm²
logic_synthesis,synth.logic.top_family,"multiplexers",
placement,dp_hpwl,556000,µm
global_route,grt_pass1_vias,171050,
floorplan,placeableCoreArea,1050000,µm²
pwr,p_leak,116,nW
logic_synthesis,syn_area_per_cell,18.9,µm²
logic_synthesis,netlist_instances,16672,
floorplan,num_io_pins,30,
worst_setup_path,required,38400,ps
logic_synthesis,yosys_cells,16672,
global_route,antenna_found_initial,69,
final_timing,fmax,66.8,MHz
drt,routed_wl,903000,µm
placement,dp_cells,30371,
drt,wl_per_cell,28.3,µm
global_route,grt_max_degree,121,
final_timing,timing.final.crit_share,0.399,
run,tool_warnings,48,
logic_synthesis,synth-edff-count,8200,
clock_tree,clk_latency,1150,ps
logic_synthesis,yosysTopAreaCell,"edfxtp_1",
drt,vias,161441,
worst_setup_path,start_kind,"input port",
drt,drc,0,
worst_setup_path,cp_common_cell,"buf_4",
worst_setup_path,critPathTopFamily,"buffers and inverters",
logic_synthesis,async_flop_share,0,
worst_setup_path,path_buffers,10,
logic_synthesis,ys_sh_aoi,0.0375,
clock_tree,cts_resized,0,
floorplan,die_w,1030,µm
drt,vias_per_cell,5.05,
placement,dpl_cell_area,335000,µm²
final_timing,clock-skew-final,53.9,ps
worst_setup_path,end_kind,"flop",
clock_tree,post_cts.repair.setup_buffers,0,
final_timing,finalSetupViolCount,0,
clock_tree,cts-root-buf,"clkbuf_16",
clock_tree,cts_max_level,6,
logic_synthesis,syn_area,316000,µm²
final_timing,maxSlewViolCount,0,
logic_synthesis,yosys-top-cells-area,"edfxtp_1 78%, mux2i_1 8.5%, mux4_2 5.1%, o22ai_1 2.3%, nor2_1 1.7%",
global_route,grt_pass1_wl,1270000,µm
logic_synthesis,ys.flops,8200,
final_timing,maxSlewHeadroom,0.218,
finish,area_growth,14.4,%
logic_synthesis,synth_seq_share,0.780,
placement,gp_congestion,0.898,
finish,drive_above_1_share,0.151,
finish,layout.cells.non_filler,31951,
drt,ant_nets,0,
worst_setup_path,crit_path_max_fanout,81,
final_timing,hold_viol,0,
floorplan,chip_area,1060000,µm²
worst_setup_path,critical_path_class,"input port to flop",
run,cap_viol_max_count,0,
placement,io_buffers,29,
final_timing,tightestPinTransition,1170,ps
clock_tree,cts_buffers,811,
logic_synthesis,fa_ha_area_frac,0,
finish,final_cell_area,361000,µm²
worst_setup_path,cp_slowest_stage_delay,710,ps
floorplan,initial_core_util,0.301,
drt,drt_iter0_drc,11132,
clock_tree,clockBufferDepth,4,
logic_synthesis,ys_warn_count,1,
clock_tree,numClockSinks,8200,
drt,drtPass1Iterations,8,
hold_path,hold_class,"flop to flop",
logic_synthesis,synth-main-ff-cell,"edfxtp_1",
logic_synthesis,simple_gate_share,0.0292,
logic_synthesis,xor_share,0,
clock_tree,clk_pin_slew,60,ps
pwr,p_per_area,51.7,nW/µm²
final_timing,holdWs,1100,ps
pwr,vdd_ir_drop_max,53.4,µV
final_timing,rsz0062_at_grt,"false",
pwr,finalPower,18.7,mW
logic_synthesis,synth_cell_types,52,
clock_tree,cts_tree,"done",
global_route,track_usage,0.180,
floorplan,placementRows,376,
-- final timing paths --
| path | slack, ps | depth (start not counted) | to | start |
|---|---|---|---|---|
| setup / recovery | 22520 | 16 | Q[6]$_DFFE_PP_ | ADDR[1] |
| hold / removal | 1100 | 7 | Q[2]$_DFFE_PP_ | mem[970][2]$_DFFE_PP_ |
| setup reg to reg | 33120 | 8 | Q[0]$_DFFE_PP_ | mem[427][0]$_DFFE_PP_ |
| hold reg to reg | 1100 | 7 | Q[2]$_DFFE_PP_ | mem[970][2]$_DFFE_PP_ |
-- metal layers --
layer,up-vias,global-route usage,part of all wire
met5,-,0.00949,0.0019
met4,132,0.0709,0.047
met3,1697,0.148,0.18
met2,9210,0.263,0.45
met1,81252,0.192,0.32
li1,69150,-,-
-- cell families after synthesis --
group           count (synthesis)
buf+inv                      1094
flops                        8200
simple gates                 2122
mux                          3458
compound gates               1798
-- report_power, final --
group	total [mW]	switching [mW]	leakage, nW	internal [mW]
clock	7.76	3.44	12.2	4.32
sequential	10.1	0.00320	73.7	10.1
combinational	0.825	0.581	29.8	0.245
total	18.7	4.02	116	14.6
-- Yosys cell counts, drive strengths merged, types with 5 or more instances --
library cell,n
edfxtp,8200
mux2i,2681
nor2,1418
o22ai,1141
mux4,713
buf,568
clkbuf,523
a22oi,318
nor4,254
nor3,137
nand3,130
o21ai,130
nand2,100
mux2,64
o2111ai,61
o221ai,59
a31oi,57
nand4,34
a32oi,8
nand4b,7
or3,7
nand2b,6
and2,5
nor2b,5
-- cell type report --
| cell class | count | area, µm² |
|---|---|---|
| inverter | 3 | 21.3 |
| timing repair buffer | 804 | 6480 |
| clock inverter | 456 | 4170 |
| sequential | 8200 | 246000 |
| clock buffer | 1008 | 21000 |
| tap | 13986 | 17500 |
| antenna | 116 | 290 |
| multi-input combinational | 7378 | 65100 |
| fill | 96641 | 687000 |
-- worst reg2reg max path: cells and delay by family, from the launching register on --
family / cells / cell delay, ps
flip-flops: 1 / 350
buffers and inverters: 1 / 380
multiplexers: 1 / 230
AND-OR/OR-AND: 2 / 1000
AND/OR/NAND/NOR: 4 / 2140
-- sequential cells by signal, summed over array words and instances (netlist names) --
signal and count:
Q 8, mem 8192
-- through the flow --
stage          setup WS [ps]   util
2_1_floorplan          27320      -
4_1_cts                22620  0.344
5_1_grt                22170  0.344
6_report               22520  0.344
3_3_place_gp           21390  0.320
3_5_place_dp           21360  0.320
-- cells in the final DEF, fill, tap and decap left out, drive strengths merged, types with 137 or more instances in the layout --
| master | netlist | layout |
|---|---|---|
| a22oi | 318 | 318 |
| buf | 568 | 790 |
| clkbuf | 523 | 1008 |
| clkinv | 1 | 361 |
| edfxtp | 8200 | 8200 |
| mux2i | 2681 | 2681 |
| mux4 | 713 | 713 |
| nor2 | 1418 | 1418 |
| nor3 | 137 | 137 |
| nor4 | 254 | 254 |
| o22ai | 1141 | 1141 |
Power figures rest on the tool's default switching activity, not on a simulated workload.
